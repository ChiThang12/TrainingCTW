<file path="flow/design.v">
module sync_fifo_cnt #(
    parameter WIDTH = 8,
    parameter DEPTH = 16
)(
    input wire              clk,
    input wire              rst_n,
    input wire              wr_en,
    input wire [WIDTH-1:0]  din,
    input wire              rd_en,
    output reg [WIDTH-1:0]  dout,
    output wire             full,
    output wire             empty
);
    localparam ADDR_W = $clog2(DEPTH);
    localparam CNT_W  = $clog2(DEPTH + 1);
    reg [WIDTH-1:0] mem [0:DEPTH-1];
    reg [ADDR_W-1:0] wr_ptr, rd_ptr;
    reg [CNT_W-1:0]  count;
    wire [ADDR_W-1:0] wr_ptr_next = (wr_ptr == DEPTH - 1) ? 0 : wr_ptr + 1;
    wire [ADDR_W-1:0] rd_ptr_next = (rd_ptr == DEPTH - 1) ? 0 : rd_ptr + 1;
    assign empty = (count == 0);
    assign full  = (count == DEPTH);
    always @(posedge clk or negedge rst_n) begin
        if(!rst_n) begin
            wr_ptr <= 0;
            rd_ptr <= 0;
            count  <= 0;
            dout   <= 0;
        end else begin
            case ({wr_en && !full, rd_en && !empty})
                2'b10: begin  
                    mem[wr_ptr] <= din;
                    wr_ptr <= wr_ptr_next;
                    count <= count + 1;
                end
                2'b01: begin  
                    dout <= mem[rd_ptr];
                    rd_ptr <= rd_ptr_next;
                    count <= count - 1;
                end
                2'b11: begin  
                    mem[wr_ptr] <= din;
                    dout <= mem[rd_ptr];
                    wr_ptr <= wr_ptr_next;
                    rd_ptr <= rd_ptr_next;
                    count <= count;
                end
                default: begin
                    count <= count; 
                end
            endcase
        end
    end
endmodule
</file>
<file path="flow/run.sh">
#!/bin/bash
# OpenROAD 26Q1-2900-gdf79404cd8, Yosys 0.63+post, stock flow scripts
make -C /OpenROAD-flow-scripts/flow DESIGN_CONFIG=/design/flow/config.mk WORK_HOME=/design/flow/orfs finish
</file>
<file path="flow/config.mk">
export PLATFORM = sky130hd
export DESIGN_NAME = sync_fifo_cnt
export DESIGN_NICKNAME = sync_fifo_cnt
export VERILOG_FILES = /design/flow/design.v
export SDC_FILE = /design/flow/constraint.sdc
export NUM_CORES = 4
export LEC_CHECK = 1
export CORE_UTILIZATION = 50
</file>
<file path="flow/constraint.sdc">
current_design sync_fifo_cnt

set clk_period 4.2
set clk_io_pct 0.2

create_clock -name clk0 -period $clk_period [get_ports {clk}]

set non_clock_inputs [all_inputs -no_clocks]
set_input_delay [expr $clk_period * $clk_io_pct] -clock clk0 $non_clock_inputs
set_output_delay [expr $clk_period * $clk_io_pct] -clock clk0 [all_outputs]
</file>
==> impl_metrics.json <==
{
  "outcome": "completed",
  "synth_flops": 149,
  "max_cap_violations": 0,
  "dieArea_um2": 12600,
  "cts-htree-levels": 4,
  "warning_count": 33,
  "min_period_ps": 3180,
  "leakage_nw": 2.47,
  "cts_resized": 0,
  "clk_latency_ps": 420,
  "drt_iter0_markers": 269,
  "synth_cell_type_count": 43,
  "die_h_um": 112,
  "final_cell_count_no_fill": 606,
  "rsz0062_at_grt": "false",
  "final.setup.tns_ps": 0,
  "fillers": 843,
  "synth_chip_area_um2": 6070,
  "xor_area_share_pct": 0.865,
  "max_freq_mhz": 314,
  "port_buffers": 21,
  "cts_root_buffer": "clkbuf_16",
  "crit_path_start": "count[1]$_DFFE_PN0P_",
  "viasPerCell": 6.09,
  "hp-class": "register to register",
  "synthTopLogicFamily": "AND-OR/OR-AND gates",
  "ys.flop_type": "edfxtp_1",
  "path_class": "register to register",
  "ys_seq_share_pct": 71.9,
  "grt_max_degree": 26,
  "crit_path_max_fanout": 15,
  "syn_area_um2": 6070,
  "finalHoldViolations": 0,
  "flop_area_um2": 4370,
  "grt_overflow_total": 0,
  "worst_setup_path_start_kind": "register",
  "reg2reg_from": "count[1]$_DFFE_PN0P_",
  "edf_count": 128,
  "maxSlewHeadroom_pct": 48.0,
  "num_vias": 3691,
  "pwr_density_cell_nw_per_um2": 694,
  "grt_pass1_vias": 3777,
  "drtAntennaViolNets": 0,
  "yosysWarnings": 2,
  "rows": 39,
  "reg2reg_depth": 10,
  "finClkSkew_ps": 8.65,
  "ios": 22,
  "cts_buffers": 17,
  "hold_buffers": 0,
  "layout_setup_ws_ps": 1020,
  "cts_tree": "yes",
  "worst_r2r_endpoint": "count[4]$_DFFE_PN0P_",
  "fp_util_pct": 52.3,
  "clockBufferDepth": 2,
  "max_slew.worst_pin.slew_ps": 777,
  "finalSetupViolCount": 0,
  "r2r_setup_slack_ps": 1020,
  "crit_path_end_kind": "register",
  "place.gp.congestion": 0.912,
  "postCtsSetupRepairBufs": 0,
  "first_pass_iters": 15,
  "dpl.hpwl_um": 8870,
  "finalMaxSlewViolations": 0,
  "comb_area_um2": 1550,
  "worst_ir_drop_vdd_mv": 0.771,
  "die_width_um": 112,
  "clk_pin_slew_ps": 60,
  "antenna_found_initial": 1,
  "cp.arrival_ps": 3480,
  "core-area_um2": 11600,
  "wl_per_cell_um": 22.7,
  "required_ps": 4500,
  "dp.cells": 574,
  "post-place-ws_ps": 656,
  "yosys.area_share.simple_pct": 6.63,
  "syn_area_per_cell_um2": 14.6,
  "mux_share_pct": 1.87,
  "drcViolationCount": 0,
  "drive_gt1_share_pct": 11.9,
  "cts.sink_count": 149,
  "n_antenna_cell": 0,
  "endpoint": "count[4]$_DFFE_PN0P_",
  "track_usage_pct": 25.4,
  "timing.final.crit_share_pct": 75.8,
  "grt_pass1_wl_um": 21200,
  "ys_sh_aoi_pct": 13.0,
  "syn-instance-count": 415,
  "ys_cells": 415,
  "area_delta_synth_final_pct": 17.6,
  "ys_sh_adder_pct": 3.21,
  "synthArstFlopShare_pct": 14.1,
  "wirelength_um": 13800
}
==> cell type report <==
cell class,instances,share of cell area [%]
well taps,143,2.50
inverters,12,0.631
clock inverters,13,2.73
repair buffers,41,5.04
multi-input cells,229,21.7
clock buffers,19,6.20
flip-flops and latches,149,61.2
==> critical path: stages, from the launching register on <==
cell     delay [ps]
dfrtp_1         410
or4_1           560
o21ai_1         180
inv_1           240
ha_1            320
ha_1            330
nor2b_1         140
o21ai_0         210
a21oi_1         100
or3b_2          450
xnor2_1         130
==> synth_stat cells (2+ instances only) <==
cell | number | share of area (%)
inv_1 | 12 | 0.74
buf_2 | 11 | 0.91
a221oi_1 | 13 | 1.9
a21oi_1 | 12 | 0.99
a41o_1 | 3 | 0.49
o41ai_1 | 2 | 0.29
edfxtp_1 | 128 | 63
a21o_1 | 2 | 0.25
nor2_1 | 21 | 1.3
nand2_1 | 24 | 1.5
o211ai_1 | 2 | 0.25
a22oi_1 | 18 | 2.2
a311oi_1 | 3 | 0.43
nand2b_1 | 4 | 0.41
xor2_1 | 2 | 0.29
nor2b_1 | 7 | 0.72
o22ai_1 | 11 | 1.1
dfrtp_1 | 21 | 8.7
a211oi_1 | 5 | 0.62
a32oi_1 | 6 | 0.87
mux2_2 | 3 | 0.56
nor4_1 | 4 | 0.41
a32o_1 | 2 | 0.33
nor3_1 | 11 | 0.91
o21ai_0 | 23 | 1.9
xnor2_1 | 4 | 0.58
ha_1 | 14 | 2.9
nand3_1 | 5 | 0.41
mux2i_1 | 8 | 1.3
o21ai_1 | 2 | 0.16
or3_1 | 5 | 0.52
clkbuf_1 | 13 | 0.80
a22o_1 | 4 | 0.58
==> through the flow <==
| step | power, mW | utilization, % | area, um2 | hold WS, ps |
|---|---|---|---|---|
| after global placement | 3.36 | 56.0 | 6500 | 473 |
| final | 4.96 | 61.5 | 7140 | 487 |
| after CTS | 4.98 | 61.5 | 7140 | 495 |
| after global routing | 5.20 | 61.5 | 7140 | 522 |
| after floorplan | 2.85 | - | 6070 | 426 |
| after detailed placement | 3.37 | 56.0 | 6500 | 482 |
==> flip-flops by register name (all words and copies together), names as in the netlist <==
register  cells
count         5
rd_ptr        4
mem         128
wr_ptr        4
dout          8
==> where the power goes <==
group	internal, mW	total (mW)	switching (mW)
Clock	1.02	1.61	0.589
Sequential	1.77	1.94	0.164
Combinational	0.562	1.41	0.851
Total	3.35	4.96	1.60
==> cells in the final DEF (no fill, tap or decap), drive strengths merged, types with 5 or more instances in the layout <==
cell type,n
a211oi,5
a21oi,12
a221oi,13
a22oi,18
a32oi,6
buf,20
clkbuf,19
clkdlybuf4s50,21
dfrtp,21
edfxtp,128
ha,14
inv,16
mux2i,8
nand2,24
nand3,5
nor2,21
nor2b,7
nor3,11
o21ai,25
o22ai,11
or3,5
==> logic make-up (layout without fill, tap and decap cells) <==
family,after synthesis,in the layout
multiplexers,11,11
XOR/XNOR,6,6
buffers and inverters,37,85
flip-flops,149,149
AND-OR/OR-AND,112,112
adder cells (fa/ha/maj),15,15
AND/OR/NAND/NOR,85,85
==> metal layers <==
layer	global-route usage, %	vias up	routed length (um)
met3	13.5	27	1500
met5	3.53	-	70
li1	-	1701	-
met1	37.6	1818	5370
met4	5.51	4	319
met2	36.6	141	6500
==> worst min path at each step <==
stage | start | to | slack, ps | cells after the start
4_1_cts | dout[1]$_DFFE_PN0P_ | dout[1]$_DFFE_PN0P_ | 490 | 2
5_1_grt | dout[0]$_DFFE_PN0P_ | dout[0]$_DFFE_PN0P_ | 520 | 2
6_report | dout[6]$_DFFE_PN0P_ | dout[6]$_DFFE_PN0P_ | 490 | 2
Power and IR drop assume default switching activity.
