### flow/run.sh
#!/bin/bash
# OpenROAD 26Q1-2900-gdf79404cd8, Yosys 0.63+post, stock flow scripts
make -C /OpenROAD-flow-scripts/flow DESIGN_CONFIG=/design/flow/config.mk WORK_HOME=/design/flow/orfs finish
### flow/config.mk
export PLATFORM = sky130hd
export DESIGN_NAME = sync_fifo_ptr
export DESIGN_NICKNAME = sync_fifo_ptr
export VERILOG_FILES = /design/flow/design.v
export SDC_FILE = /design/flow/constraint.sdc
export NUM_CORES = 4
export LEC_CHECK = 1
export CORE_UTILIZATION = 40
### flow/constraint.sdc
current_design sync_fifo_ptr

set clk_period 3.3
set clk_io_pct 0.2

create_clock -name clk0 -period $clk_period [get_ports {clk}]

set non_clock_inputs [all_inputs -no_clocks]
set_input_delay [expr $clk_period * $clk_io_pct] -clock clk0 $non_clock_inputs
set_output_delay [expr $clk_period * $clk_io_pct] -clock clk0 [all_outputs]
### flow/design.v
module sync_fifo_ptr #(
    parameter WIDTH = 8,
    parameter DEPTH = 16
)(
    input wire clk,
    input wire rst_n,
    input wire wr_en,
    input wire [WIDTH-1:0] din,
    input wire rd_en,
    output reg [WIDTH-1:0] dout,
    output wire full,
    output wire empty
);
    localparam  ADDR_W = $clog2(DEPTH);
    reg [WIDTH-1:0] mem [0:DEPTH-1];
    reg [ADDR_W-1:0] wr_ptr, rd_ptr;
    wire [ADDR_W-1:0] wr_ptr_next = (wr_ptr == DEPTH - 1) ? 0 : wr_ptr + 1;
    wire [ADDR_W-1:0] rd_ptr_next = (rd_ptr == DEPTH - 1) ? 0 : rd_ptr + 1;
    assign empty = (wr_ptr == rd_ptr);
    assign full = (wr_ptr_next == rd_ptr);
    always @(posedge clk or negedge rst_n) begin
        if (!rst_n) begin
            wr_ptr <= 0;
        end else if (wr_en && !full) begin
            mem[wr_ptr] <= din;
            wr_ptr <= wr_ptr_next;
        end
    end
    always @(posedge clk or negedge rst_n) begin
        if (!rst_n) begin
            rd_ptr <= 0;
            dout <= 0;
        end else if (rd_en && !empty) begin
            dout <= mem[rd_ptr];
            rd_ptr <= rd_ptr_next;
        end
    end
endmodule
==> GITHUB_STEP_SUMMARY <==
### Flow metrics

| Metric | Value |
|---|---|
| Hold buffers post-CTS | `0` |
| Internal | `4.26 mW` |
| PortBufs | `21` |
| Post-cts sizing count | `0` |
| Power share of the combinational group | `34.5%` |
| Initial antenna violation count | `0` |
| Fin crit share | `96.0%` |
| Main flop type | `edfxtp_1` |
| CTS buffer count | `17` |
| RSZ-0062 raised after global routing | `false` |
| Die Height | `125 um` |
| Post-synth top area share | `63.9%` |
| Clock Skew | `0.0119 ns` |
| CP max FO | `7` |
| Largest net degree at the start of global routing | `44` |
| Avg Cell Area, Syn | `14.7 um2` |
| Min-delay worst type | `flop to flop` |
| GRT busiest layer | `met2` |
| Die area | `15,500 um2` |
| Post-synth ARST share | `11.1%` |
| Final Hold Violation Tally | `0` |
| FF-to-FF path depth | `7` |
| Top Layout Cells | `128 x edfxtp_1, 32 x nand2_1, 30 x buf_4, 21 x clkdlybuf4s50_1, 18 x nor3_1` |
| # rows | `44` |
| Die W | `125 um` |
| Initial DRC count | `242` |
| WP data arrival | `2.51 ns` |
| Tool warnings | `31` |
| CTS Buffer Depth | `2` |
| Tightest Pin Transition | `0.800 ns` |
| CTS tree | `done` |
| Antenna fix cells | `0` |
| Init Core Util | `41.2%` |
| RD Place Congestion | `0.865` |
| Critical path launch point type | `flop` |
| Endpoints failing setup | `0` |
| Endpoint class of the critical path | `primary output` |
| YS chip area | `6010 um2` |
| Number of max-cap violations | `0` |
| Netlist Area Pre-Place | `6010 um2` |
| Root Driver | `clkbuf_16` |
| Vias per cell | `5.60` |
| Pwr/cell area | `902 nW/um2` |
| First-pass GRT wire length | `22,300 um` |
| Leakage | `2.42 nW` |
| Top cell type by total area after synthesis | `edfxtp_1` |
| Distinct cell type count after synthesis | `54` |
| GRT overflow | `0` |
| Slew HR | `46.6%` |
| Syn Inst Count | `409` |
| Clock latency on the worst-skew pair | `0.42 ns` |
| Fin. max-slew vios | `0` |
| DRC viols | `0` |
| Global Route Usage Sum | `20.7%` |
| GRT met2 Usage | `29.5%` |
| Final Critical Period | `3.17 ns` |
| CP startpoint | `wr_ptr[1]` |
| Net load switching power | `2.16 mW` |
| Top cells, area | `edfxtp_1 64%, dfrtp_1 6.7%, a22oi_1 2.0%, nand2_1 2.0%, mux2_2 1.9%` |
| Grt met3 use | `13.4%` |
| Yosys cell count | `409` |
| Post-layout util | `48.8%` |
| FF-to-FF End | `dout[6]` |
| Seq pwr share | `36.4%` |
| Switching Share | `33.6%` |
| Fmax | `0.316 GHz` |
| Wire length per cell | `22.1 um` |
| Req. time, crit path | `2.64 ns` |
| Core Area | `14,600 um2` |
| Synth Warn # | `2` |
| Via Count | `3,617` |
| WL final | `14,300 um` |
| Share of cells above drive strength 1 | `16.5%` |
| Clk slew on worst S/H paths | `0.06 ns` |
| EDFF count, synth | `128` |
| TNS Setup | `0 ns` |
| Worst setup endpoint | `full` |
| I/O Pins | `22` |
| Reg-to-reg startpoint | `rd_ptr[0]` |
| Outcome | `finished clean` |
| Register share after synthesis | `70.6%` |
| CTS sink count | `144` |
| Seq cells post-synth | `144` |
| DPL Wire Length | `9060 um` |
| Number of post-CTS setup repair buffers | `0` |
| Drt first pass iters | `4` |
| M1 GR Usage | `28.4%` |
| Clock Power Share | `29.1%` |
| H-tree depth | `4` |
| Register-to-Register Setup Slack | `0.51 ns` |
| Commonest Layout Cell | `edfxtp_1` |
| Number of global-route vias before repair | `3,836` |
| Routed Antenna Nets | `0` |
| CP Class | `flop to primary output` |
| Peak VDD IR | `0.525 mV` |
| P&R area growth vs syn | `18.4%` |
==> registers in the layout (all words and copies together) (netlist names) <==
register and count:
rd_ptr 4, dout 8, mem 128, wr_ptr 4
==> per-layer routing <==
metal  share of wire [%]  wire length [um]
met1                  39              5510
met2                  46              6570
met3                  13              1880
met4                 2.3               323
met5                   0                 0
==> worst min-delay path by stage <==
stage,slack (ns),from,to,depth (start not counted)
after CTS,0.49,dout[1],dout[1],2
after global routing,0.53,dout[5],dout[5],1
final,0.48,dout[3],dout[3],2
==> power by group through the flow <==
stage | sequential [mW] | combinational, mW | clock [mW]
after CTS | 2.34 | 2.21 | 1.90
after global routing | 2.36 | 2.44 | 1.97
final | 2.34 | 2.21 | 1.87
==> cells in the mapped netlist, types with 2 or more instances <==
cell	number
nand3b_1	2
a311oi_1	2
o22ai_1	3
ha_1	8
mux2i_1	8
a22oi_1	16
nand4_1	2
buf_1	5
mux2_2	10
o211ai_1	3
a21o_1	2
inv_1	8
a2111oi_0	3
nand2_1	32
nand3_1	17
a211oi_1	2
o21ai_0	11
o31ai_1	4
o2111ai_1	2
nor3_1	18
clkbuf_1	15
nor2b_1	5
nor2_1	13
a32oi_1	4
a221oi_1	5
edfxtp_1	128
dfrtp_1	16
a22o_1	12
mux2_4	2
xor2_1	3
a222oi_1	3
a21oi_1	7
buf_6	2
a31oi_1	2
xnor2_1	5
nand2b_1	5
buf_2	7
==> stage by stage <==
step	instances	hold WS, ns	worst slack, ns	power [mW]	area, um2
3_5_place_dp	614	0.477	0.377	4.57	6540
3_3_place_gp	614	0.463	0.431	4.55	6540
2_1_floorplan	409	0.364	0.728	3.81	6010
6_report	646	0.484	0.131	6.42	7120
5_1_grt	646	0.528	0.0196	6.77	7120
4_1_cts	646	0.490	0.0657	6.44	7110
==> logic make-up (layout without fill, tap and decap cells) <==
family / count (synthesis) / count (layout) / synth area share (%)
multiplexers: 20 / 20 / 3.70
buffers and inverters: 38 / 91 / 2.83
flip-flops: 144 / 144 / 70.6
XOR/XNOR: 9 / 9 / 1.44
AND/OR/NAND/NOR: 99 / 99 / 7.93
AND-OR/OR-AND: 91 / 91 / 11.8
adder cells (fa/ha/maj): 8 / 8 / 1.66
==> cell type report <==
cell class / count / area, um2
clock inverters: 14 / 146
fillers: 1196 / 7470
well taps: 184 / 230
repair buffers: 51 / 435
flip-flops and latches: 144 / 4250
inverters: 8 / 30.0
multi-input cells: 227 / 1600
clock buffers: 18 / 429
==> critical path, cell delays in order (launching register included) <==
cell and delay [ns]:
dfrtp_1 0.47, inv_1 0.11, ha_1 0.32, xor2_1 0.14
or3_1 0.47, nor2_1 0.13, clkdlybuf4s50_1 0.47
No activity file was given, so power comes from the tool's default toggle rates.
